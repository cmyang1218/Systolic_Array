### design/flow/config.mk
export PLATFORM = sky130hd
export DESIGN_NAME = global_buffer
export DESIGN_NICKNAME = global_buffer
export VERILOG_FILES = /design/flow/design.v
export SDC_FILE = /design/flow/constraint.sdc
export NUM_CORES = 4
export LEC_CHECK = 1
export CORE_UTILIZATION = 50
### design/flow/constraint.sdc
current_design global_buffer

set clk_period 3.1
set clk_io_pct 0.2

create_clock -name clk0 -period $clk_period [get_ports {clk}]

set non_clock_inputs [all_inputs -no_clocks]
set_input_delay [expr $clk_period * $clk_io_pct] -clock clk0 $non_clock_inputs
set_output_delay [expr $clk_period * $clk_io_pct] -clock clk0 [all_outputs]
### design/flow/design.v
module global_buffer #(parameter ADDR_BITS=8, parameter DATA_BITS=8)(clk, rst_n, wr_en, index, data_in, data_out);
  input clk;
  input rst_n;
  input wr_en;  
  input      [ADDR_BITS-1:0] index;
  input      [DATA_BITS-1:0]       data_in;
  output reg [DATA_BITS-1:0]       data_out;
  integer i;
  parameter DEPTH = 2**ADDR_BITS;
reg [DATA_BITS-1:0] gbuff [DEPTH-1:0];
always @ (negedge clk or negedge rst_n) begin
    if(!rst_n)begin
        for(i=0; i<(DEPTH); i=i+1)
            gbuff[i] <= 'd0;
    end
    else begin
        if(wr_en) begin
            gbuff[index] <= data_in;
        end
        else begin
            data_out <= gbuff[index];
        end
    end
end
endmodule
### design/flow/run.sh
#!/bin/bash
# OpenROAD 26Q1-2900-gdf79404cd8, Yosys 0.63+post, stock flow scripts
make -C /OpenROAD-flow-scripts/flow DESIGN_CONFIG=/design/flow/config.mk WORK_HOME=/design/flow/orfs finish
==> run notes <==
The full implementation flow was run.

The run finished, with violations left. The checks that failed: negative setup slack. In this design, the critical path's most frequently occurring cell is sky130_fd_sc_hd__buf_4. The worst setup path is launched from an input pin. The remaining global-route overflow stands at 0.

The number of clock sinks stands at roughly 2100. From the final report, the count of setup violators was given as 2064. The summed instance area of the synthesized netlist stands at 91900 µm².

The signal arrival time at the worst endpoint stands at around 4 ns. Of the total power, registers draw between 40% and 50%. For reference, the final report shows the hold violation count at 0.

Cells fill approximately two thirds of the core in the end. The sequential cells in the finished layout cover a total of ~50000 µm². The biggest area contributor in the post-synthesis netlist is sky130_fd_sc_hd__dfrtn_1.

The detailed router placed around 74000 vias in this run. Sorting the synthesized cells by area gives the leading types as sky130_fd_sc_hd__dfrtn_1, sky130_fd_sc_hd__mux2_2, sky130_fd_sc_hd__a22oi_1, sky130_fd_sc_hd__clkbuf_1, sky130_fd_sc_hd__nand2_1. The last weighted congestion value of the routability-driven placer stands at 1.16. The internal power of the cells totals 45.2 mW.

The setup slack at placement stands at -3.32 ns. The source-to-sink clock delay at the later pin of the worst-skew pair stands at between 0.8 and 0.9 ns. The combined global-route utilization of all metal layers stands at 52.8%. The fraction of final layout cells with drive strength greater than 1 stands at between 50% and 60%. The share of the Yosys chip area taken by registers is 56.1%.

The detailed router reported a total wirelength of approximately 460000 µm. Wire segments on met2 add up to 185000 µm in the final route. The slowest stage of the critical path belongs to the cell sky130_fd_sc_hd__nand4_1. The y dimension of the die stands at between 400 and 500 µm.

The number of global-route vias before repair was about 74000. A synthesized cell averages 13.5 µm². The transition time recorded at the tightest slew-check pin is approximately 1.1 ns. For the final routed database, the setup TNS stands at -1450.80 ns. TritonCTS built the clock tree. The worst pin sits at a relative slew slack of about a quarter. The initial antenna violation count was 27.

According to the I/O placement log, the pin count is 27. The floorplan step defined a die boundary enclosing 185000 µm². The DRC violations left stands at 0.

Detailed routing placed a total of ~73000 µm of wire on met3. The area share of the largest cell type after synthesis stands at between 50% and 60%. The smallest hold slack stands at about 0.44 ns. The synth_stat.txt file lists the number of cells as between 6000 and 7000. The routed metal-1 wire length stands at between 150000 and 200000 µm. The OpenROAD report gives the critical path a required time of 2.14 ns. The min-delay analysis places its worst path in the category reg2reg. The floorplan has between 150 and 200 rows.

In the CTS report, the clock slew at the register clock pins of the worst setup and hold paths is listed as roughly 0.04 ns. Dividing total power by cell area gives a power density of around 500 nW/µm². Fill cells in the final layout number between 10000 and 15000. The largest fanout on the critical path stands at 7.

The post-synth tally of flip-flops with integrated enable stands at 8. The maximum vdd drop stands at 0.000584 V. Once detail routing completed, the nets flagged for antenna violations numbered 0. Looking at the power breakdown, the clock network takes 43.4% of the total. The analysis attributes to cell leakage a power of a little under 60 nW. The routed wirelength normalized by instance count stands at 42.4 µm. The synthesized design contains approximately 2000 register bits.

Entering global routing, the biggest net connects around 93 pins. The warning tally printed by Yosys for this design is 2. In this run the top signal layer used is met5.

Counting instances in the post-synthesis netlist gives the leading cell types as sky130_fd_sc_hd__dfrtn_1, sky130_fd_sc_hd__mux2_2, sky130_fd_sc_hd__a22oi_1, sky130_fd_sc_hd__clkbuf_1, sky130_fd_sc_hd__nand2_1. The violation count after the first detailed-routing iteration stands at between 6000 and 7000. The buffer levels on the longest clock path stands at 3. Traced cell by cell, the critical path runs through buf_8, buf_12, buf_4, nand4bb_1, buf_12, buf_4, nor2_1, buf_4, a32o_1, nor4_4, and4_4, nand4_1, buf_4, o41a_1. The post-synthesis cell type count stands at 91. The estimated wirelength of the detail-placed design stands at between 300000 and 400000 µm. The yosys-reported design area after synthesis stands at 91900 µm². The number of buffers created by CTS stands at 213. The number of standard cells after synthesis stands at 6819.

Of the total power, the share spent switching nets is ~25%. The area growth from synthesis to layout is 31.0%. Counting tap cells, the placed design contains a total of just over 10000 instances. The critical path in this run is classified as in2reg.

The first global-routing pass estimated 623000 µm of wire. The H-tree level count stands at 4. Combinational logic is responsible for roughly 8.0% of the overall power.

In this run the power spent charging and discharging nets is between 10 and 15 mW. By instance count, the leading cell after synthesis is sky130_fd_sc_hd__dfrtn_1. Setup repair after global routing could not meet its margin everywhere.

The first-pass iteration count of the detailed router stands at 8. The proportion of synthesized flip-flops having asynchronous set or reset stands at ~100%. STA classifies the critical path endpoint as a flip-flop. Before placement the cells fill between 50% and 60% of the core. The cell sitting at the root of the clock tree is a sky130_fd_sc_hd__clkbuf_16. The multi-input combinational cells in the finished layout cover a total of around 40000 µm².

The script logs the ratio of routed vias to standard cells as roughly 6.8. OpenROAD emitted warnings numbering 37. The region available for standard cell placement spans between 150000 and 200000 µm². The number of port buffers stands at 26.

The count of pins over their slew limit stands at 0. In the post-route analysis, the smallest setup slack over all paths is -1.87 ns. The largest stage delay on the critical path stands at around 0.60 ns. The worst clock skew stands at 0.0968 ns. The die is 431 µm wide. After the flow finishes, the layout carries non-filler instances totaling roughly 11000. The reported max-cap violation count stands at 0. In the synthesized netlist the dominant register cell turns out to be sky130_fd_sc_hd__dfrtn_1.
cells by family after synthesis:
| group | Yosys count | share of synthesized area [%] |
|---|---|---|
| muxes | 2058 | 25.2 |
| DFF | 2056 | 56.1 |
| AOI/OAI and AO/OA | 1256 | 10.6 |
| and+or+nand+nor | 902 | 5.27 |
| buffers and inverters | 541 | 2.76 |
| xor gates and xnor gates | 5 | 0.0477 |
| adders and majority gates | 1 | 0.0109 |
placed cells by master, fill, tap and decap left out, types with 31 or more instances in the layout:
master                      count
sky130_fd_sc_hd__nand3_1       64
sky130_fd_sc_hd__a22oi_1      584
sky130_fd_sc_hd__mux2_2      2032
sky130_fd_sc_hd__a22oi_2       31
sky130_fd_sc_hd__clkbuf_1      56
sky130_fd_sc_hd__o22ai_1      129
sky130_fd_sc_hd__nor2_1       131
sky130_fd_sc_hd__a21oi_1       40
sky130_fd_sc_hd__clkinv_2      40
sky130_fd_sc_hd__a221oi_1      39
sky130_fd_sc_hd__buf_6         91
sky130_fd_sc_hd__clkbuf_16    222
sky130_fd_sc_hd__a22o_1        95
sky130_fd_sc_hd__clkbuf_8      49
sky130_fd_sc_hd__nand4_1       74
sky130_fd_sc_hd__buf_12       354
sky130_fd_sc_hd__nand2_2       35
sky130_fd_sc_hd__a32oi_1       76
sky130_fd_sc_hd__dfrtn_1     2048
sky130_fd_sc_hd__nand2_1      252
sky130_fd_sc_hd__nor4_1        37
sky130_fd_sc_hd__buf_4       1326
sky130_fd_sc_hd__a222oi_1      93
path summary, 6_finish.rpt:
path | start | endpoint | slack (ns) | cells past startpoint
setup reg to reg | gbuff[152][2]$_DFFE_NN0P_ | data_out[2]$_DFFE_NP_ | -0.14 | 10
hold reg to reg | gbuff[50][3]$_DFFE_NN0P_ | gbuff[50][3]$_DFFE_NN0P_ | 0.44 | 1
setup / recovery | index[3] | data_out[2]$_DFFE_NP_ | -1.87 | 14
min in group asynchronous | rst_n | gbuff[60][1]$_DFFE_NN0P_ | 1.31 | 2
hold / removal | gbuff[50][3]$_DFFE_NN0P_ | gbuff[50][3]$_DFFE_NN0P_ | 0.44 | 1
max in group asynchronous | rst_n | gbuff[174][2]$_DFFE_NN0P_ | 0.80 | 4
power by group through the flow:
stage	logic [mW]	clock network (mW)	registers, mW
4_1_cts	4.57	26.2	29.1
5_1_grt	4.99	27.2	29.3
6_report	4.79	26.1	29.2
layout make-up:
type	count	share of cell area [%]
Tap cell	2370	2.46
Antenna cell	26	0.0541
Inverter	3	0.00936
Multi-Input combinational cell	4223	33.2
Clock inverter	78	0.622
Sequential cell	2056	42.8
Timing Repair Buffer	1811	15.6
Clock buffer	322	5.25
through the flow:
step	instance area [µm²]	power, mW
after floorplan	92800	31.3
after global placement	110000	33.9
after detailed placement	110000	34.0
after CTS	119000	59.9
after global routing	120000	61.4
final	120000	60.1
critical path: cells and delay by family:
family | cells | cell delay, ns
and+or+nand+nor | 5 | 1.50
buffers and inverters | 7 | 1.29
AOI/OAI and AO/OA | 2 | 0.57
routing by layer:
metal	up-vias	GRT usage (%)
met5	-	4.71
met4	47	36.7
met3	1564	32.3
met2	4693	67.8
met1	38300	66.3
li1	29200	-
timing repair:
action / 4_1_cts / 5_1_grt
hold buffers: 0 / 0
endpoints found under the setup margin: 2064 / 2064
pin swaps: 65 / 88
cloned: 4 / 5
resized: 270 / 207
hold endpoints to repair: 0 / 0
buffers inserted: 37 / 62
sequential cells by signal, summed over array words and instances, names as in the netlist:
register,count
gbuff,2048
data_out,8
Power is estimated from default activity; no workload was simulated.
